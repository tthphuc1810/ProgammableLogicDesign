==> design/flow/design.v <==
module step1(
    input wire clk,
    input wire reset,
    output reg i2c_sda,
    output reg i2c_scl
);
localparam STATE_IDLE = 0; 
localparam STATE_START = 1; 
localparam STATE_ADDR = 2; 
localparam STATE_RW = 3; 
localparam STATE_WACK = 4; 
localparam STATE_DATA = 5;   
localparam STATE_STOP = 6; 
localparam STATE_WACK2 = 7;
reg [7:0] state;
reg [6:0] addr;
reg [7:0] count;
reg [7:0] data;
always @(posedge clk) begin
    if (reset == 1) begin
        state <= 0; 
        i2c_sda <= 1; 
        i2c_scl <= 1;
        addr <= 7'h50;
        count <= 8'd0;
        data <= 8'haa;
    end
    else begin
        case (state)
            STATE_IDLE: begin  
                i2c_sda <= 1;
                state <= STATE_START; 
            end  
            STATE_START: begin   
                i2c_sda <= 1;
                state <= STATE_ADDR; 
                count <= 6;
            end  
            STATE_ADDR: begin   
                i2c_sda <= addr[count];
                if (count == 0) 
                    state <= STATE_RW;
                else 
                    count <= count - 1;
            end  
            STATE_RW: begin 
                i2c_sda <= 1;
                state <= STATE_WACK;
            end  
            STATE_WACK: begin 
                state <= STATE_DATA; 
            end  
            STATE_DATA: begin    
                i2c_sda <= data[count];
                if (count == 0) 
                    state <= STATE_WACK2;
                else 
                    count <= count - 1;
            end  
            STATE_WACK2: begin 
                state <= STATE_STOP;
            end  
            STATE_STOP: begin 
                state <= STATE_IDLE;
            end  
        endcase
    end
end
endmodule
==> design/flow/run.sh <==
#!/bin/bash
# OpenROAD 26Q1-2900-gdf79404cd8, Yosys 0.63+post, stock flow scripts
make -C /OpenROAD-flow-scripts/flow DESIGN_CONFIG=/design/flow/config.mk WORK_HOME=/design/flow/orfs finish
==> design/flow/config.mk <==
export PLATFORM = sky130hd
export DESIGN_NAME = step1
export DESIGN_NICKNAME = step1
export VERILOG_FILES = /design/flow/design.v
export SDC_FILE = /design/flow/constraint.sdc
export NUM_CORES = 4
export LEC_CHECK = 1
export CORE_AREA = 10 10 72 72
export DIE_AREA = 0 0 82 82
==> design/flow/constraint.sdc <==
current_design step1

set clk_period 3.4
set clk_io_pct 0.2

create_clock -name clk0 -period $clk_period [get_ports {clk}]

set non_clock_inputs [all_inputs -no_clocks]
set_input_delay [expr $clk_period * $clk_io_pct] -clock clk0 $non_clock_inputs
set_output_delay [expr $clk_period * $clk_io_pct] -clock clk0 [all_outputs]
==> results_slide.txt <==
Flow Results at a Glance

Floorplanning
  • Placement row count: 22
  • Core footprint: 3690 sq um
  • Die area: approximately 6700 sq um
  • Core utilization at floorplan: 20.8%
  • Die extent in y: 82 um
  • I/O pin count: 4
  • Floorplan die width: 82 um

Detailed routing
  • Detailed router's first-iteration violation count: about 44
  • Routed vias/inst: 4.44
  • DR WL/cell: 10.3 um
  • Drc violations: 0
  • Vias: roughly 610
  • Drt total wl: 1420 um
  • Number of detailed-route iterations in the first pass: 4
  • Post-route antenna net violation count: 0
  • Ant diodes: 0

Critical path
  • Destination of the worst register-to-register timing path: count[2]
  • Register-to-Register Path Depth: 6
  • Setup CP Type: input pin to flip-flop
  • Required time of the critical path: about 3600 ps
  • Kind of end point of the critical path: flip-flop
  • Flop-to-flop setup slack: 1470 ps
  • Worst Setup SP: reset
  • CP Launch Type: input pin
  • Worst EP arrival: approximately 2300 ps
  • Maximum fanout along the worst path: 15
  • RR Startpoint: count[0]

Placed design
  • Worst-case setup slack after placement: 1070 ps
  • Routability congestion estimate: between 0.8 and 0.9
  • Port Buffers: 2
  • Detail Placement HPWL: 1020 um

STA
  • Count of final setup violators: 0
  • Final critical-path required period: around 2100 ps
  • Slew @ Worst Pin: slightly above 700 ps
  • Slew Viols, Final: 0
  • Setup Skew: between 3 and 4 ps
  • Highest achievable clock rate: ~0.48 GHz
  • Final hold viol count: 0
  • Setup repair after global routing missed its margin: false
  • Portion of the clock cycle consumed by the worst path in the final layout: 61.7%
  • Final Worst Setup Slack: approximately 1300 ps
  • Setup TNS after final layout: 0 ps
  • Relative slew slack: between 50% and 60%

Layout
  • Proportion of layout cells with a drive suffix above 1: between 10% and 20%
  • Layout filler cell count: around 410
  • Area growth, synth to finish: 15.3%

Hold path
  • End point of the worst hold path: state[0]
  • Worst hold path stage count: 1
  • Beginning of the worst hold path: state[3]
  • Class of the most critical hold timing path: flip-flop to flip-flop

Power
  • Static leakage power: 0.313 nW
  • Internal power contribution: roughly 0.34 mW
  • Worst vdd rail ir drop: ~0.3 mV
  • Part of the power in the clock network: 31.4%
  • Sequential group share of total power: between 40% and 50%
  • P_sw: between 0.1 and 0.15 mW
  • Total power: around 0.48 mW
  • Net switching share of the total power: 30.7%
  • Total power per unit cell area: roughly 550 nW/um^2
  • Power share of the combinational group: a little over a fifth

Synth
  • Distinct lib cells used: 31
  • Netlist area before placement: between 700 and 800 sq um
  • Synth Warn #: 1
  • Largest type area fraction: between 40% and 50%
  • Summed standard-cell area reported by yosys: 768 sq um
  • Cell types occupying the most area after synthesis: sky130_fd_sc_hd__dfxtp_1, sky130_fd_sc_hd__ha_1, sky130_fd_sc_hd__a21oi_1
  • Dominant cell by count in the synthesized netlist: sky130_fd_sc_hd__dfxtp_1
  • # Cells Yosys: ~86
  • Count of flip-flops with a built-in enable after synthesis: 0
  • Syn Area/Cell: slightly below 9 sq um
  • Area leader, netlist: sky130_fd_sc_hd__dfxtp_1
  • Ranking of synthesized cells by instance count: sky130_fd_sc_hd__dfxtp_1, sky130_fd_sc_hd__a21oi_1, sky130_fd_sc_hd__nor2_1, sky130_fd_sc_hd__o21ai_0, sky130_fd_sc_hd__nand2_1
  • Async set-reset flop share out of synthesis: 0%
  • Post-synthesis cell count: between 80 and 90
  • Register area share after synthesis: between 40% and 50%
  • Most common flop cell mapped by yosys: sky130_fd_sc_hd__dfxtp_1
  • Total of flip-flops plus latches after synthesis: 17

CTS
  • PostCTS Resize Cnt: 0
  • CTS Root Buffer Type: sky130_fd_sc_hd__clkbuf_8
  • Clock Pin Slew Worst Setup and Hold Paths: 70 ps
  • Total CTS buffers: 3
  • Worst skew pair latency: about 250 ps
  • CTS sink count: 17
  • Maximum count of clock buffers along a single path: 2
  • Cts-stage hold buffer count: 0
  • CTS tree: done
  • Post-CTS Setup Inserts: 0
  • H-tree depth: 1

GRT
  • Total congestion overflow after global routing: 0
  • GRT Overall Usage: between 4 and 5%
  • Via count of the first global-routing pass: about 560
  • Antenna violations before repair: 0
  • Largest net degree at the start of global routing: 16
  • First-pass GRT wire length: approximately 2500 um

Flow run
  • Max cap viols: 0
  • Total number of warnings across the stage logs: 26

Outcome
  • Run status: completed
## worst max path at each step
stage              end  slack, ps  depth (start not counted)
finish        count[3]       1300                          4
global route  count[7]       1180                          4
CTS           count[3]       1320                          4
## cell type report
cell class	count	area, sq um	area share (%)
Clock buffer	3	41.3	4.66
Tap cell	48	60.1	6.78
Sequential cell	17	340	38.4
Multi-Input combinational cell	65	409	46.2
Inverter	2	7.51	0.847
Timing Repair Buffer	2	20.0	2.26
Clock inverter	1	7.51	0.847
## cells in the final DEF, fill, tap and decap left out, drive strengths merged
cell / instances
dfxtp: 17
o21ai: 9
a21oi: 7
nor2: 7
nand2: 6
nor3: 4
nor2b: 3
nor3b: 3
a31oi: 3
nand3: 3
ha: 3
clkbuf: 3
inv: 2
nand4: 2
o41ai: 2
clkdlybuf4s50: 2
nor4: 2
or2: 2
or3b: 1
o21bai: 1
and2: 1
or3: 1
nor4b: 1
nand4b: 1
a311oi: 1
o211ai: 1
conb: 1
clkinvlp: 1
## power by group through the flow
stage     combinational (mW)  sequential (mW)  clock (mW)
4_1_cts                0.105            0.226       0.156
5_1_grt                0.118            0.228       0.168
6_report               0.106            0.226       0.152
## sequential cells by signal, indices dropped and copies added (netlist names)
signal	count
i2c_sda	1
state	8
count	8
## routing by layer
| layer | track usage (%) | vias up | share of wire (%) |
|---|---|---|---|
| li1 | - | 327 | - |
| met1 | 6.55 | 277 | 53 |
| met2 | 6.58 | 9 | 41 |
| met3 | 1.98 | 0 | 5.4 |
| met4 | 0.170 | 0 | 0 |
| met5 | 0 | - | 0 |
## worst max-delay path: stages
cell and delay [ps]:
sky130_fd_sc_hd__clkdlybuf4s50_1 660, sky130_fd_sc_hd__nor3_1 630, sky130_fd_sc_hd__o21ai_0 180, sky130_fd_sc_hd__o21ai_1 140
## logic make-up after synthesis
| logic type | count (synthesis) | synth area share (%) |
|---|---|---|
| and+or+nand+nor | 37 | 28.8 |
| AOI/OAI and AO/OA | 24 | 19.1 |
| DFF | 17 | 44.3 |
| buffers and inverters | 4 | 2.44 |
| adders and majority gates | 3 | 4.89 |
| other | 1 | 0.488 |
## per-stage QoR
step                      hold WS [ps]  instances  util (%)  cell area, sq um
final                              432        138      24.0               886
after detailed placement           420        134      22.7               837
after global routing               448        138      24.0               886
after CTS                          441        138      24.0               886
after floorplan                    389         86         -               768
after global placement             413        134      22.7               837
Power is estimated from default activity; no workload was simulated.
