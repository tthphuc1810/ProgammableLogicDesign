`/design/flow/config.mk`:
```
export PLATFORM = sky130hd
export DESIGN_NAME = pulse
export DESIGN_NICKNAME = pulse
export VERILOG_FILES = /design/flow/design.v
export SDC_FILE = /design/flow/constraint.sdc
export NUM_CORES = 4
export LEC_CHECK = 1
export CORE_UTILIZATION = 30
```
`/design/flow/constraint.sdc`:
```
current_design pulse

set clk_period 4.4
set clk_io_pct 0.2

create_clock -name clk0 -period $clk_period [get_ports {clk}]

set non_clock_inputs [all_inputs -no_clocks]
set_input_delay [expr $clk_period * $clk_io_pct] -clock clk0 $non_clock_inputs
set_output_delay [expr $clk_period * $clk_io_pct] -clock clk0 [all_outputs]
```
`/design/flow/design.v`:
```
module pulse(
 clk,
 out
);
 parameter FREQUENCY = 500_000;
 input clk;
 output reg out;
 integer cycles = 0;
 always @ (posedge clk) begin
 if (cycles >= FREQUENCY) begin
 cycles <= 0;
 out <= 1;
 end else begin
 out <= 0;
 cycles <= cycles + 1;
 end
 end
endmodule
```
`/design/flow/run.sh`:
```
#!/bin/bash
# OpenROAD 26Q1-2900-gdf79404cd8, Yosys 0.63+post, stock flow scripts
make -C /OpenROAD-flow-scripts/flow DESIGN_CONFIG=/design/flow/config.mk WORK_HOME=/design/flow/orfs finish
```
==> flow_metrics.env <==
# flow metrics
export IMPL_status="finished, final reports clean"
export IMPL_slew_violations=0
export IMPL_cp_slowest_cell="a41oi_2"
export IMPL_ys_types=33
export IMPL_path_max_fanout=19
export IMPL_fin_total_pwr_w=0.000519
export IMPL_synth_adder_area_share_pct=1.57
export IMPL_ys_sh_simple_pct=32.3
export IMPL_rrSetupSlack_ns=2.22
export IMPL_crit_type="reg2reg"
export IMPL_yosysWarningCount=1
export IMPL_synthFlopType="dfxtp_1"
export IMPL_whs_ns=0.476
export IMPL_areaGrowthSynthToFinish_pct=9.76
export IMPL_grtUsageTotal_pct=12.5
export IMPL_synth_chip_area_um2=1590
export IMPL_synth_flop_count=33
export IMPL_min_path_type="reg2reg"
export IMPL_grt_max_degree=20
export IMPL_critPathLaunchType="flip-flop"
export IMPL_tool_warnings=27
export IMPL_cp_top_family="AND-OR/OR-AND gates"
export IMPL_syn_avg_cell_area_um2=8.64
export IMPL_ys_sh_xor_pct=7.72
export IMPL_syn_inst=184
export IMPL_arrival_ns=2.33
export IMPL_hpwlAfterDp_um=2140
export IMPL_mux_area_share_pct=0
export IMPL_routed_wl_um=3220
export IMPL_drtAntennaViolNets=0
export IMPL_firstDrtPassIters=4
export IMPL_crit_path_end_kind="flip-flop"
export IMPL_dieArea_um2=5590
export IMPL_power_density_nw_per_um2=297
export IMPL_fin_setup_tns_ns=0
export IMPL_grt_pass1_vias=1173
export IMPL_cts_hold_buffers=0
export IMPL_wire_per_inst_um=12.6
export IMPL_lay_top_count="dfxtp_1"
export IMPL_path_buffers=1
export IMPL_most_common_layout_cells="dfxtp_1, nor2_1, a21oi_1"
export IMPL_fp_util_pct=31.1
export IMPL_gr_total_overflow=0
export IMPL_cts_resized=0
export IMPL_gp_congestion=0.842
export IMPL_cts_made_buffers=5
export IMPL_cts_root_buf="clkbuf_8"
export IMPL_fmax_mhz=460
export IMPL_drive_gt1_share_pct=6.99
export IMPL_clk_latency_ns=0.29
export IMPL_drt_iter0_drc=86
export IMPL_cts_reportedPaths_clkPinSlew_ns=0.07
export IMPL_ys_seq_share_pct=41.6
export IMPL_period_minus_slack_ns=2.18
export IMPL_cts_sinks=33
export IMPL_pin_count=2
export IMPL_die_size_y_um=74.8
export IMPL_relSlewSlack_pct=54.0
export IMPL_cts_tree="built"
export IMPL_rsz0062_at_grt="no"
export IMPL_synthArstFlopShare_pct=0
export IMPL_path_cells="nand4_1 > a311o_1 > a41oi_2 > buf_4 > a21oi_1"
export IMPL_drc_errors=0
export IMPL_vias_per_cell=5.09
export IMPL_drv_cap=0
export IMPL_placementRows=26
export IMPL_dr_total_vias=1304
export IMPL_ys_cells=184
export IMPL_htree_levels=2
export IMPL_fillers=537
export IMPL_port_buffers=1
export IMPL_die_w_um=74.8
export IMPL_cts_setup_buffers=0
export IMPL_fin_crit_sh_pct=49.4
export IMPL_worstMarginPinSlew_ns=0.689
export IMPL_compound_area_share_pct=13.1
export IMPL_antenna_found_initial=0
export IMPL_coreArea_um2=5110
export IMPL_syn_cell_area_um2=1590
export IMPL_diodes=0
export IMPL_clock_path_buffers=2
export IMPL_finalHoldViolations=0
export IMPL_grt_pass1_wl_um=5380
export IMPL_finalSetupViolations=0
export IMPL_synthTopLogicFamily="simple AND/OR/NAND/NOR gates"
export IMPL_synth_edff_count=0
export IMPL_ir_drop_uv=157
export IMPL_skew_ns=0.0103
export IMPL_max_stage_delay_ns=0.61
export IMPL_cp_data_required_time_ns=4.56
export IMPL_p_leak_nw=0.686
==> final timing paths <==
kind / startpoint / to / cells after the start
setup / recovery: cycles[16] / cycles[21] / 5
hold / removal: cycles[31] / cycles[31] / 1
setup reg to reg: cycles[16] / cycles[21] / 5
hold reg to reg: cycles[31] / cycles[31] / 1
==> metrics by stage <==
stage | setup slack (ns) | utilization (%) | cells | cell area [µm²]
4_1_cts | 2.25 | 34.1 | 256 | 1740
3_3_place_gp | 2.26 | 32.5 | 248 | 1660
3_5_place_dp | 2.26 | 32.5 | 248 | 1660
6_report | 2.22 | 34.1 | 256 | 1740
5_1_grt | 2.07 | 34.1 | 256 | 1740
2_1_floorplan | 2.48 | - | 184 | 1590
==> state kept, by name, summed over array words and instances (netlist names) <==
name and flops:
out 1, cycles 32
==> cell families after synthesis <==
group	Yosys count
xor+xnor	14
fa+ha+maj	2
compound gates	34
buf+inv	13
flops	33
simple gates	88
==> synthesized netlist by cell type (2+ instances only) <==
library cell / n / share of area, %
a21oi_1: 15 / 4.7
and3_1: 2 / 0.79
and4_1: 3 / 1.7
clkbuf_1: 5 / 1.2
dfxtp_1: 33 / 42
ha_1: 2 / 1.6
inv_1: 5 / 1.2
nand2_1: 10 / 2.4
nand3_1: 14 / 4.4
nand4_1: 7 / 2.8
nor2_1: 17 / 4.0
nor3_1: 3 / 0.94
nor4_1: 7 / 2.8
o21ai_0: 6 / 1.9
o31ai_1: 9 / 4.3
or3_1: 7 / 2.8
or4_1: 11 / 5.2
xnor2_1: 9 / 5.0
xor2_1: 5 / 2.8
==> layer usage <==
metal	GRT usage, %	share of wire [%]
met4	1.47	0.68
met5	0	0
met2	19.1	45
met3	2.17	2.2
met1	19.5	52
==> where the power goes <==
part                 total, W  internal (W)  switching [W]
clock                0.000220      0.000110       0.000110
combinational  0.000000000375             0              0
sequential           0.000299      0.000299              0
total                0.000519      0.000408       0.000110
==> area by class of cell <==
type | count | area [µm²] | area share (%)
multi-input cells | 138 | 877 | 50.3
clock buffers | 6 | 72.6 | 4.16
flip-flops and latches | 33 | 661 | 37.9
repair buffers | 2 | 17.5 | 1.00
inverters | 5 | 18.8 | 1.08
well taps | 70 | 87.6 | 5.02
clock inverters | 2 | 10.0 | 0.574
Power and IR drop assume default switching activity.
