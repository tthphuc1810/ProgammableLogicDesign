==> /design/flow/design.v <==
module decoder_7seg(bin, HEX0);
    input [3:0] bin;
    output [0:6] HEX0;
assign HEX0 = (bin == 4'd0) ? 7'b0000001:
              (bin == 4'd1) ? 7'b1001111:
              (bin == 4'd2) ? 7'b0010010:
              (bin == 4'd3) ? 7'b0000110:
              (bin == 4'd4) ? 7'b1001100:
              (bin == 4'd5) ? 7'b0100100:
              (bin == 4'd6) ? 7'b0100000:
              (bin == 4'd7) ? 7'b0001111:
              (bin == 4'd8) ? 7'b0000000:
              (bin == 4'd9) ? 7'b0000100:
              (bin == 4'd10) ? 7'b0001000:  
              (bin == 4'd11) ? 7'b1100000:  
              (bin == 4'd12) ? 7'b0110001:  
              (bin == 4'd13) ? 7'b1000010:  
              (bin == 4'd14) ? 7'b0110000:  
              (bin == 4'd15) ? 7'b0111000:  
              7'b1111111; 
endmodule
==> /design/flow/run.sh <==
#!/bin/bash
# OpenROAD 26Q1-2900-gdf79404cd8, Yosys 0.63+post, stock flow scripts
make -C /OpenROAD-flow-scripts/flow DESIGN_CONFIG=/design/flow/config.mk WORK_HOME=/design/flow/orfs finish
==> /design/flow/config.mk <==
export PLATFORM = sky130hd
export DESIGN_NAME = decoder_7seg
export DESIGN_NICKNAME = decoder_7seg
export VERILOG_FILES = /design/flow/design.v
export SDC_FILE = /design/flow/constraint.sdc
export NUM_CORES = 4
export LEC_CHECK = 1
export CORE_AREA = 10 10 70 70
export DIE_AREA = 0 0 80 80
==> /design/flow/constraint.sdc <==
current_design decoder_7seg

set clk_period 1.8
set clk_io_pct 0.2

create_clock -name clk0 -period $clk_period

set non_clock_inputs [all_inputs -no_clocks]
set_input_delay [expr $clk_period * $clk_io_pct] -clock clk0 $non_clock_inputs
set_output_delay [expr $clk_period * $clk_io_pct] -clock clk0 [all_outputs]
==> impl_metrics.py <==
# Generated from Yosys and OpenROAD reports
metrics = {
    "power": {
        "sw_frac_of_total_pct": 40.8,
        "intPower_uw": 51.9,
        "p_clk_share_pct": 0,
        "switchingPower_uw": 35.8,
        "leakagePower_uw": 0.000194,
        "combPwrFrac_pct": 100.0,
        "ir_worst_vdd_uv": 23.4,
        "p_per_area_nw_per_um2": 207,
        "seqPwrFrac_pct": 0,
    },
    "placement": {
        "place_ws_ns": -0.548,
        "dp_hpwl_um": 638,
        "routabilityCongestion": 0.744,
        "dp.cells": 93,
        "port_buffers": 11,
    },
    "route": {
        "wl_um": 774,
        "ant_nets": 0,
        "first_iter_violations": 4,
        "post-route-drc-count": 0,
        "diodes": 0,
        "vias": 293,
        "post_drt_wl_per_cell_um": 8.23,
        "vias_per_cell": 3.12,
        "firstDrtPassIters": 4,
    },
    "timing": {
        "rsz0062_at_grt": "no",
        "hold_viol_final": 0,
        "worst_slew_pin_slew_ns": 0.266,
        "final.min_clock_period_ns": 1.72,
        "fmax_mhz": 583,
        "finalCritPeriodShare_pct": 95.3,
        "setup_viol": 0,
        "relSlewSlack_pct": 82.0,
        "layout_setup_ws_ns": 0.0847,
        "slew_violations": 0,
        "final.setup.tns_ns": 0,
    },
    "cells_and_area": {
        "nFillCells": 400,
        "seq_area_sq_um": 0,
        "clkbuf_count": 0,
        "final_layout_top_logic_cell": "buf_4",
        "drive_above_1_share_pct": 43.8,
        "final_util_pct": 12.4,
        "layout_top_cells": "buf_4 (9), dlygate4sd2_1 (6), a21oi_1 (5)",
        "syn2layout_area_growth_pct": 97.1,
        "flops": 0,
        "stdcell_count": 94,
    },
    "worst_hold_path": {
        "hold_path_class": "in -> out",
    },
    "critical_path": {
        "crit_chain": "buf_4, buf_4, o21ai_1, a21o_2, clkdlybuf4s50_1",
        "cp_slowest_cell": "clkdlybuf4s50_1",
        "cpMostUsedCell": "buf_4",
        "crit_fanout": 7,
        "critPathBufInv": 3,
        "cp.depth": 5,
        "crit_path_end": "HEX0[4]",
        "path_class": "in -> out",
        "cp_top_family": "buffers and inverters",
        "arrival_ns": 1.36,
        "start_kind": "input port",
        "slowest_delay_ns": 0.46,
        "worstSetupStartpoint": "bin[1]",
        "worstPathRequired_ns": 1.44,
        "endpoint_kind": "primary output",
    },
    "job": {
        "maxCapViolCount": 0,
        "warning_count": 32,
    },
    "logic_synthesis": {
        "post-synth-top-area-fraction_pct": 12.8,
        "syn_area_sq_um": 215,
        "ys_area_sq_um": 215,
        "synth_area_per_cell_sq_um": 7.17,
        "top_area_cell": "clkbuf_8",
        "ys_seq_share_pct": 0,
        "ys_sh_adder_pct": 5.23,
        "synth_cells": 30,
        "simple_gate_area_share_pct": 23.3,
        "ys_sh_aoi_pct": 44.2,
        "xor_share_pct": 4.07,
        "yosys_cells": 30,
        "area_leaders": "clkbuf_8 (13%), a21oi_1 (12%), o2bb2ai_2 (7.0%)",
        "ys_sh_mux_pct": 0,
        "logic_family": "AND-OR/OR-AND gates",
        "ys_types": 21,
        "yosysWarnings": 0,
    },
    "clocking": {
        "cts_hold_buffers": 0,
    },
    "floorplanning": {
        "fp-row-count": 21,
        "fp_util_pct": 6.30,
        "die_x_um": 80,
        "die-height_um": 80,
        "core-area_sq_um": 3420,
        "dieArea_sq_um": 6400,
        "io_pins": 11,
    },
    "run_status": {
        "status": "finished, final reports clean",
    },
    "global_route": {
        "grt_overflow_total": 0,
        "antenna_found_initial": 0,
        "grt_pass1_wl_um": 1150,
        "grt_pass1_vias": 242,
        "grt_max_degree": 9,
        "grt_use_total_pct": 2.19,
    },
}
[worst min path at each step]
stage,from,endpoint,cells past startpoint
after CTS,bin[3],HEX0[6],3
after global routing,bin[3],HEX0[6],3
final,bin[3],HEX0[6],3
[Yosys cell counts (all sizes together)]
master / instances
nor2: 2
a21o: 1
nand2: 1
a21oi: 5
o2bb2ai: 2
and2: 1
a211oi: 1
nor3: 2
and3b: 1
nor3b: 1
o41ai: 1
maj3: 1
buf: 1
inv: 3
a31oi: 1
xnor2: 1
o21ai: 3
clkbuf: 2
[power by group through the flow]
stage         logic (uW)  clock network [uW]  registers (uW)
finish              87.7                   0               0
global route        97.1                   0               0
CTS                 89.6                   0               0
[per-stage QoR]
step	instance area, sq um	power [uW]	hold slack (ns)
2_1_floorplan	215	40.8	0.743
3_3_place_gp	412	91.3	1.72
3_5_place_dp	412	92.0	1.72
4_1_cts	419	89.6	1.16
5_1_grt	424	97.1	1.17
6_report	424	87.7	1.15
[cells by family after synthesis]
logic type	count (synthesis)
AND/OR/NAND/NOR	8
XOR/XNOR	1
buffers and inverters	6
adder cells (fa/ha/maj)	1
AND-OR/OR-AND	14
[timing repair]
action,in CTS,in global routing
endpoints found under the hold margin,0,0
endpoints found under the setup margin,7,2
resized,27,3
cloned,1,0
setup buffers,0,1
pin swaps,2,2
[layer usage]
metal	global-route usage [%]	routed length [um]	up-vias
met5	0	0	-
met2	4.57	444	10
met4	0	0	0
met1	2.37	297	137
li1	-	-	146
met3	0.227	32	0
[area by class of cell]
type | instances | area, sq um | area share (%)
multi-input cells | 24 | 180 | 42.5
well taps | 46 | 57.6 | 13.6
repair buffers | 21 | 175 | 41.3
inverters | 3 | 11.3 | 2.65
No activity file was given, so power comes from the tool's default toggle rates.
